### ./run.sh
#!/bin/bash
# OpenROAD 26Q1-2900-gdf79404cd8, Yosys 0.63+post, stock flow scripts
make -C /OpenROAD-flow-scripts/flow DESIGN_CONFIG=/design/flow/config.mk WORK_HOME=/design/flow/orfs finish
### ./config.mk
export PLATFORM = sky130hd
export DESIGN_NAME = axi_control
export DESIGN_NICKNAME = axi_control
export VERILOG_FILES = /design/flow/design.v
export SDC_FILE = /design/flow/constraint.sdc
export NUM_CORES = 4
export LEC_CHECK = 1
export CORE_AREA = 10 10 617 617
export DIE_AREA = 0 0 627 627
### ./constraint.sdc
current_design axi_control

set clk_period 51.8
set clk_io_pct 0.2

create_clock -name clk0 -period $clk_period [get_ports {clk}]

set non_clock_inputs [all_inputs -no_clocks]
set_input_delay [expr $clk_period * $clk_io_pct] -clock clk0 $non_clock_inputs
set_output_delay [expr $clk_period * $clk_io_pct] -clock clk0 [all_outputs]
### ./design.v
module axi_control(
    input wire clk,
    input wire rstn,
    input wire icache_ren,  
    input wire [31:0] icache_raddr,  
    output reg [255:0] icache_cacheline_new,
    input wire icache_wen,  
    input wire [31:0] icache_waddr,  
    input wire [255:0] icache_cacheline_old,  
    output reg icache_refresh, 
    input wire dcache_ren,  
    input wire [31:0] dcache_raddr,  
    output reg [255:0] dcache_cacheline_new,
    input wire dcache_wen,  
    input wire [31:0] dcache_waddr,  
    input wire [255:0] dcache_cacheline_old,  
    output reg dcache_refresh,  
    input wire uncache_en,
    input wire [3:0] uncache_wen,
    input wire [31:0] uncache_addr,
    input wire [31:0] uncache_wdata,
    output reg [31:0] uncache_rdata,
    output reg uncache_refresh,
    output reg [3:0]	    arid, 
    output reg [31:0]	    araddr, 
    output reg [3:0]	    arlen, 
    output reg [2:0]	    arsize, 
    output reg [1:0]	    arburst, 
    output reg [1:0]	    arlock, 
    output reg [3:0]	    arcache, 
    output reg [2:0]	    arprot, 
    output reg 		        arvalid, 
    input  wire		        arready, 
    input  wire [3:0]	    rid, 
    input  wire [31:0]	    rdata, 
    input  wire [1:0]	    rresp, 
    input  wire		        rlast, 
    input  wire		        rvalid, 
    output reg		        rready, 
    output reg [3:0]	    awid, 
    output reg [31:0]	    awaddr, 
    output reg [3:0]	    awlen, 
    output reg [2:0]	    awsize, 
    output reg [1:0]	    awburst, 
    output reg [1:0]	    awlock, 
    output reg [3:0]	    awcache, 
    output reg [2:0]	    awprot, 
    output reg 		        awvalid, 
    input  wire		        awready, 
    output reg [3:0]	    wid, 
    output reg [31:0]	    wdata, 
    output reg [3:0]	    wstrb, 
    output reg 		        wlast, 
    output reg		        wvalid, 
    input  wire		        wready, 
    input  wire [3:0]	    bid, 
    input  wire [1:0]	    bresp, 
    input  wire		        bvalid, 
    output reg		        bready 
);
    reg [512-1:0] icache_rdata_buffer;
    reg [512-1:0] icache_wdata_buffer;
    reg [512-1:0] dcache_rdata_buffer;
    reg [512-1:0] dcache_wdata_buffer;
    reg [31:0] icache_raddr_buffer;
    reg [31:0] icache_waddr_buffer;
    reg [31:0] dcache_raddr_buffer;
    reg [31:0] dcache_waddr_buffer;
    reg [2:0] icache_offset;
    reg [2:0] dcache_offset;
    reg icache_ren_buffer;
    reg dcache_ren_buffer;
    reg icache_wen_buffer;
    reg dcache_wen_buffer;
    reg uncache_en_buffer;
    reg [3:0] uncache_wen_buffer;
    reg [31:0] uncache_addr_buffer;
    reg [31:0] uncache_wdata_buffer; 
    reg [21-1:0] stage;
    always @ (posedge clk) begin
        if (!rstn) begin
            arid <= 4'b0000;
            araddr <= 32'h00000000;
            arlen <= 4'b0000;
            arsize <= 3'b010;
            arburst <= 2'b01;
            arlock <= 2'b00;
            arcache <= 4'b0000;
            arprot <= 3'b000;
            arvalid <= 1'b0;
            rready <= 1'b0;
            awid <= 4'b0001;
            awaddr <= 32'h00000000;
            awlen <= 4'b0000;
            awsize <= 3'b010;
            awburst <= 2'b01;
            awlock <= 2'b00;
            awcache <= 4'b0000;
            awprot <= 3'b000;
            awvalid <= 1'b0;
            wid <= 4'b0001;
            wdata <= 32'h00000000;
            wstrb <= 4'b0000;
            wlast <= 1'b1;
            wvalid <= 1'b0;
            bready <= 1'b0;
            stage <= 21'b1;
            icache_refresh <= 1'b0;
            dcache_refresh <= 1'b0;
            icache_cacheline_new <= 512'b0;
            dcache_cacheline_new <= 512'b0;
            uncache_refresh <= 1'b0;
            uncache_rdata <= 32'b0;
        end
        else begin
            case (1'b1)
                stage[0]:begin
                    icache_refresh <= 1'b0;
                    dcache_refresh <= 1'b0;
                    uncache_refresh <= 1'b0;
                    icache_ren_buffer <= icache_ren;
                    icache_raddr_buffer <= icache_raddr;
                    icache_wen_buffer <= icache_wen;
                    icache_waddr_buffer <= icache_waddr;
                    dcache_ren_buffer <= dcache_ren;
                    dcache_raddr_buffer <= dcache_raddr;
                    dcache_wen_buffer <= dcache_wen;
                    dcache_waddr_buffer <= dcache_waddr;
                    uncache_en_buffer <= uncache_en;
                    uncache_wen_buffer <= uncache_wen;
                    uncache_addr_buffer <= uncache_addr;
                    uncache_wdata_buffer <= uncache_wdata;
                    if (icache_ren|dcache_ren|dcache_wen|uncache_en) begin
                        stage <= stage << 1;    
                    end
                end
                stage[1]:begin
                    icache_wdata_buffer <= icache_cacheline_old;
                    dcache_wdata_buffer <= dcache_cacheline_old;
                    stage <= stage << 1;
                end
                stage[2]:begin
                    if (icache_ren_buffer) begin
                        arid <= 4'b0;
                        araddr <= icache_raddr_buffer;
                        arlen <= 4'h7;
                        arsize <= 3'b010;
                        arvalid <= 1'b1;
                        stage <= stage << 1;
                    end
                    else begin
                        stage <= stage << 4;
                    end
                end
                stage[3]:begin
                    if (arready) begin
                        arvalid <= 1'b0;
                        araddr <= 32'b0;
                        rready <= 1'b1;
                        icache_offset <= 3'd0;
                        stage <= stage << 1;
                    end
                end
                stage[4]:begin
                    if (!rlast) begin
                        if (rvalid) begin
                            icache_rdata_buffer[icache_offset*32+:32] <= rdata;
                            icache_offset <= icache_offset + 1'b1;
                        end
                    end
                    else begin
                        icache_rdata_buffer[icache_offset*32+:32] <= rdata;
                        stage <= stage << 1;
                    end
                end
                stage[5]:begin
                    stage <= stage << 1;
                end
                stage[6]:begin
                    if (dcache_ren_buffer) begin
                        stage <= stage << 1;
                        arid <= 4'b1;
                        araddr <= dcache_raddr_buffer;
                        arlen <= 4'h7;
                        arsize <= 3'b010;
                        arvalid <= 1'b1;
                        stage <= stage << 1;
                    end
                    else if (dcache_wen_buffer) begin
                        stage <= stage << 5;
                        awid <= 4'b1;
                        awaddr <= dcache_waddr_buffer;
                        awlen <= 4'h7;
                        awsize <= 3'b010;
                        awvalid <= 1'b1;
                        wstrb <= 4'b1111;
                        wlast <= 1'b0;
                        bready <= 1'b1;
                        dcache_offset <= 3'b0;
                    end
                    else if (uncache_en_buffer) begin
                        stage <= stage << 8;
                    end
                    else begin
                        stage <= {1'b1,{20{1'b0}}};
                    end
                end
                stage[7]:begin
                    if (arready) begin
                        arvalid <= 1'b0;
                        araddr <= 32'b0;
                        rready <= 1'b1;
                        dcache_offset <= 3'd0;
                        stage <= stage << 1;
                    end
                end
                stage[8]:begin
                    if (!rlast) begin
                        if (rvalid) begin
                            dcache_rdata_buffer[dcache_offset*32+:32] <= rdata;
                            dcache_offset <= dcache_offset + 1'b1;
                        end
                    end
                    else begin
                        dcache_rdata_buffer[dcache_offset*32+:32] <= rdata;
                        stage <= stage << 1;
                    end
                end
                stage[9]:begin
                    stage <= stage << 1;
                end
                stage[10]:begin
                    if (dcache_wen_buffer) begin
                        stage <= stage << 1;
                        awid <= 4'b1;
                        awaddr <= dcache_waddr_buffer;
                        awlen <= 4'h7;
                        awsize <= 3'b010;
                        awvalid <= 1'b1;
                        wstrb <= 4'b1111;
                        wlast <= 1'b0;
                        bready <= 1'b1;
                        dcache_offset <= 3'b0;
                    end
                    else begin
                        stage <= stage << 4;    
                    end
                end
                stage[11]:begin
                    if (awready) begin
                        awvalid <= 1'b0;
                        awaddr <= 32'b0;
                        wdata <= dcache_wdata_buffer[dcache_offset*32+:32];
                        wvalid <= 1'b1;
                        wlast <= dcache_offset == 3'b111 ? 1'b1 : 1'b0;
                        stage <= stage << 1;
                    end
                end
                stage[12]:begin
                    if (wready) begin
                        wdata <= 32'b0;
                        wvalid <= 1'b0;
                        if (dcache_offset == 3'b111) begin
                            stage <= stage << 1;
                        end
                        else begin
                            dcache_offset <= dcache_offset + 1'b1;
                            stage <= stage >> 1;
                        end
                    end
                end
                stage[13]:begin
                    if (bvalid) begin
                        bready <= 1'b0;
                        stage <= stage << 1;
                    end
                end
                stage[14]:begin
                    if (|uncache_wen_buffer) begin  
                        awid <= 4'b1;
                        awaddr <= uncache_addr_buffer;
                        awlen <= 4'b0;
                        case (uncache_wen_buffer)
                            4'b0001,4'b0010,4'b0100,4'b1000:begin
                                awsize <= 3'b000; 
                                wstrb <= uncache_wen_buffer;       
                            end
                            4'b0011,4'b1100:begin
                                awsize <= 3'b001;
                                wstrb <= uncache_wen_buffer;
                            end
                            4'b1111:begin
                                awsize <= 3'b010;
                                wstrb <= uncache_wen_buffer;
                            end
                            default:begin
                                awsize <= 3'b010;
                                wstrb <= uncache_wen_buffer;
                            end
                        endcase
                        awvalid <= 1'b1;
                        wlast <= 1'b0;
                        bready <= 1'b1;
                        stage <= stage << 3;
                    end
                    else begin  
                        arid <= 4'b1;
                        araddr <= uncache_addr_buffer;
                        arlen <= 4'b0;
                        arsize <= 3'b010;
                        arvalid <= 1'b1;
                        stage <= stage << 1;
                    end
                end
                stage[15]:begin
                    if (arready) begin
                        arvalid <= 1'b0;
                        araddr <= 32'b0;
                        rready <= 1'b1;
                        stage <= stage << 1;
                    end
                end
                stage[16]:begin
                    if (rvalid) begin
                        uncache_rdata <= rdata;
                        rready <= 1'b0;
                        stage <= {1'b1,{20{1'b0}}};
                    end
                end
                stage[17]:begin
                    if (awready) begin
                        awvalid <= 1'b0;
                        awaddr <= 32'b0;
                        wdata <= uncache_wdata_buffer;
                        wvalid <= 1'b1;
                        wlast <= 1'b1;
                        stage <= stage << 1;
                    end
                end
                stage[18]:begin
                    if (wready) begin
                        wdata <= 32'b0;
                        wvalid <= 1'b0;
                        stage <= stage << 1;
                    end
                end
                stage[19]:begin
                    if (bvalid) begin
                        bready <= 1'b0;
                        stage <= {1'b1,{20{1'b0}}};
                    end
                end
                stage[20]:begin
                    if (icache_ren_buffer) begin
                        icache_refresh <= 1'b1;
                        icache_cacheline_new <= icache_rdata_buffer;
                    end
                    if (dcache_ren_buffer|dcache_wen_buffer) begin
                        dcache_refresh <= 1'b1;
                        dcache_cacheline_new <= dcache_rdata_buffer;
                    end
                    if (uncache_en_buffer) begin
                        uncache_refresh <= 1'b1;   
                    end
                    stage <= 21'b0;
                end
                default:begin
                    stage <= 21'b1;
                    icache_refresh <= 1'b0;
                    dcache_refresh <= 1'b0;
                    uncache_refresh <= 1'b0;
                end
            endcase
        end
    end
endmodule
==> impl_metrics.csv <==
group,metric,value,unit
outcome,outcome,"completed",
synth,edf_count,942,
clocking,numCtsBuffers,187,
die,die_h,627,um
final_timing,rsz0062_at_grt,"no",
place,placement.io_buffers,1131,
place,dpl-instance-area,80820,sq um
critical_path,worstPathArrival,13.99,ns
synth,area_leaders,"edfxtp_1 44%, dfxtp_1 21%, nand2_1 8.0%, a22o_1 6.2%, a21oi_1 5.4%",
critical_path,worstPathMaxFanout,51,
critical_path,worstSetupStartpointType,"input pin",
synth,netlist_area,64120,sq um
synth,ys_seq_share,65.57,%
final_timing,fin_ws,38.33,ns
critical_path,path_class,"input pin to flop",
final_timing,finClkSkew,0.06587,ns
grt,grt_antenna_before_repair,49,
grt,grt_max_degree,138,
detailed_routing,vias_per_cell,4.194,
flow_run,tool_warnings,351,
layout,layoutNonFillerInstCount,11630,
clocking,cts_resized,0,
place,place_hpwl,206.6,mm
final_timing,fmax,74.24,MHz
final_timing,setup_viol,0,
synth,synth.distinct_cells,85,
detailed_routing,drtAntennaViolNets,0,
die,io_pins,1466,
clocking,cts.sinks,1629,
critical_path,critPathMaxStageDelay,0.69,ns
power_and_ir_drop,power.density,33.56,nW/um^2
synth,synth_top_area_share,44.12,%
final_timing,worst_pin_slew,1.122,ns
grt,grt_first_pass_wirelength,391.9,mm
clocking,cts_root_buf,"clkbuf_16",
synth,largest_area_cell,"edfxtp_1",
synth,top_cells_by_count,"1,370 x nand2_1, 942 x edfxtp_1, 698 x a21oi_1",
synth,synth-simple-area-share,11.52,%
layout,fin_util,23.75,%
critical_path,critPathSlowestCell,"clkdlybuf4s50_1",
layout,area_growth,35.73,%
worst_hold_path,worstHoldPathType,"flop to flop",
clocking,clock_latency,0.90,ns
critical_path,crit_top_cell,"buf_4",
critical_path,cp_top_family,"buffers and inverters",
synth,ys_sh_adder,0.2147,%
synth,synthArstFlopShare,0,%
die,row_count,222,
synth,yosysChipArea,64120,sq um
detailed_routing,totalWireLength,290.2,mm
clocking,cts_tree,"done",
power_and_ir_drop,leakagePower,28.34,nW
critical_path,timing.critical_path.buf_inv,4,
detailed_routing,dr.first_iter.drc_count,3625,
detailed_routing,routedWlPerCell,24.96,um
die,die_x,627,um
critical_path,crit_path_cell_trace,"clkdlybuf4s50_1, o211ai_1, nor2_4, buf_4, buf_4, buf_4",
synth,syn_inst,5586,
final_timing,timing.final.max_slew_violations,0,
grt,overflow,0,
clocking,clk_path_buf_depth,4,
clocking,cts-hold-fix-buffers,0,
grt,track_usage,14.55,%
detailed_routing,drc_errors,0,
die,core-area,366400,sq um
synth,xor_share,0.02732,%
layout,fill_cells,38590,
clocking,postCtsSetupRepairBufs,0,
layout,drive_gt1_share,10.02,%
synth,top_logic_kind,"AND-OR/OR-AND gates",
synth,synthMostInstantiatedCell,"nand2_1",
critical_path,critPathRequiredTime,52.32,ns
final_timing,fin_crit_sh,26.01,%
die,die-area,393100,sq um
detailed_routing,vias,48760,
final_timing,hold_viol,0,
final_timing,min_period,13.47,ns
synth,ys_sh_mux,2.350,%
clocking,h-tree-depth,4,
synth,yosysWarnings,1,
synth,synth_flops,1629,
flow_run,cap_viol_max_count,0,
synth,ys_cells,5586,
clocking,path_clk_slew,0.06,ns
place,gp_congestion,0.8872,
place,place_ws,37.48,ns
final_timing,slew-limit-headroom,25.04,%
final_timing,finalSetupTns,0,ns
grt,grt_pass1_vias,47600,
die,initial_utilization,17.50,%
synth,syn_avg_cell_area,11.48,sq um
detailed_routing,dr.pass1.iters,5,
layout,final_area,87020,sq um
synth,ys.flop_type,"edfxtp_1",
synth,aoi_share,16.29,%
place,place_inst,11260,
critical_path,endpoint_kind,"flop",
power_and_ir_drop,ir_drop,0.02775,mV
registers in the layout (all words and copies together) (netlist names), 21 cells and up:
name                  cells
dcache_cacheline_new    256
dcache_rdata_buffer     256
dcache_wdata_buffer     256
icache_cacheline_new    256
icache_rdata_buffer     256
araddr                   32
awaddr                   32
dcache_raddr_buffer      32
dcache_waddr_buffer      32
icache_raddr_buffer      32
uncache_addr_buffer      32
uncache_rdata            32
uncache_wdata_buffer     32
wdata                    32
stage                    21
layer usage:
metal  global-route usage, %  up-vias  wire [um]
li1                        -    22340          -
met1                   17.53    23790     107400
met2                   23.32     2086     136900
met3                   5.691      524      28860
met4                   6.408       22      16860
met5                       0        -        149
worst reg2reg max path: cells and delay by family, from the launching register on:
kind | cells | cell delay (ns)
and+or+nand+nor | 5 | 1.99
DFF | 1 | 0.29
AOI/OAI and AO/OA | 1 | 0.15
buffers and inverters | 5 | 2.33
worst paths after layout:
path                                                 from                   endpoint  slack [ns]  cells past startpoint
worst max-delay path                                rlast   icache_rdata_buffer[173]       38.33                      6
worst min-delay path            dcache_cacheline_new[151]  dcache_cacheline_new[151]        0.45                      2
worst max register to register                   stage[7]  dcache_cacheline_new[180]       46.94                     11
worst min register to register  dcache_cacheline_new[151]  dcache_cacheline_new[151]        0.45                      2
kinds of logic after synthesis:
family                     after synthesis
and+or+nand+nor                       1761
DFF                                   1629
AOI/OAI and AO/OA                     1586
buffers and inverters                  525
muxes                                   70
adders and majority gates               11
other                                    2
xor gates and xnor gates                 2
where the power goes:
| group | switching (mW) | total, mW | internal (mW) |
|---|---|---|---|
| Clock | 0.583 | 1.34 | 0.760 |
| Sequential | 0.0123 | 1.40 | 1.39 |
| Combinational | 0.108 | 0.176 | 0.0673 |
layout make-up:
type / instances / area [sq um] / area share [%]
Sequential cell: 1629 / 42040 / 48.31
Clock inverter: 90 / 1020 / 1.172
Tap cell: 4816 / 6026 / 6.924
Antenna cell: 18 / 45.04 / 0.05176
Multi-Input combinational cell: 3463 / 19850 / 22.81
Inverter: 27 / 108.9 / 0.1251
Clock buffer: 256 / 5141 / 5.908
Timing Repair Buffer: 1329 / 12780 / 14.69
cell usage in the layout (no fill, tap or decap), types with 12 or more instances in the layout:
cell type / n
o21ai_1: 12
dfxtp_1: 686
nand3_1: 18
a22oi_1: 44
nand2b_1: 43
a22o_1: 453
inv_1: 21
a31oi_1: 13
o21ai_2: 20
nand2_2: 24
clkinv_1: 21
a211oi_1: 43
diode_2: 18
clkbuf_8: 16
buf_2: 17
and2_1: 44
buf_4: 193
a21oi_1: 698
edfxtp_1: 942
o21ai_0: 145
clkbuf_1: 51
nor2b_1: 39
mux4_2: 64
nand2_1: 1366
o211ai_1: 13
nor2b_2: 19
conb_1: 33
clkdlybuf4s50_1: 1114
clkbuf_16: 189
o22ai_1: 39
a221oi_1: 40
nor2_1: 97
clkinv_2: 17
through the flow:
| step | power, mW | hold slack [ns] |
|---|---|---|
| after global routing | 3.024 | 0.4617 |
| final | 2.920 | 0.4469 |
| after detailed placement | 1.609 | 0.4319 |
| after CTS | 2.970 | 0.4499 |
| after floorplan | 1.504 | 0.3910 |
| after global placement | 1.608 | 0.4329 |
No activity file was given, so power comes from the tool's default toggle rates.
