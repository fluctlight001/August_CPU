[flow/config.mk]
export PLATFORM = sky130hd
export DESIGN_NAME = axi_control_v2
export DESIGN_NICKNAME = axi_control_v2
export VERILOG_FILES = /design/flow/design.v
export SDC_FILE = /design/flow/constraint.sdc
export NUM_CORES = 4
export LEC_CHECK = 1
export CORE_AREA = 10 10 620 620
export DIE_AREA = 0 0 630 630
[flow/run.sh]
#!/bin/bash
# OpenROAD 26Q1-2900-gdf79404cd8, Yosys 0.63+post, stock flow scripts
make -C /OpenROAD-flow-scripts/flow DESIGN_CONFIG=/design/flow/config.mk WORK_HOME=/design/flow/orfs finish
[flow/constraint.sdc]
current_design axi_control_v2

set clk_period 27.8
set clk_io_pct 0.2

create_clock -name clk0 -period $clk_period [get_ports {clk}]

set non_clock_inputs [all_inputs -no_clocks]
set_input_delay [expr $clk_period * $clk_io_pct] -clock clk0 $non_clock_inputs
set_output_delay [expr $clk_period * $clk_io_pct] -clock clk0 [all_outputs]
[flow/design.v]
module axi_control_v2(
    input wire clk,
    input wire rstn,
    input wire icache_ren,  
    input wire [31:0] icache_raddr,  
    output reg [255:0] icache_cacheline_new,
    input wire icache_wen,  
    input wire [31:0] icache_waddr,  
    input wire [255:0] icache_cacheline_old,  
    output reg icache_refresh, 
    input wire dcache_ren,  
    input wire [31:0] dcache_raddr,  
    output reg [255:0] dcache_cacheline_new,
    input wire dcache_wen,  
    input wire [31:0] dcache_waddr,  
    input wire [255:0] dcache_cacheline_old,  
    output reg dcache_refresh,  
    input wire uncache_en,
    input wire [3:0] uncache_wen,
    input wire [31:0] uncache_addr,
    input wire [31:0] uncache_wdata,
    output reg [31:0] uncache_rdata,
    output reg uncache_refresh,
    output reg [3:0]	    arid, 
    output reg [31:0]	    araddr, 
    output reg [3:0]	    arlen, 
    output reg [2:0]	    arsize, 
    output reg [1:0]	    arburst, 
    output reg [1:0]	    arlock, 
    output reg [3:0]	    arcache, 
    output reg [2:0]	    arprot, 
    output reg 		        arvalid, 
    input  wire		        arready, 
    input  wire [3:0]	    rid, 
    input  wire [31:0]	    rdata, 
    input  wire [1:0]	    rresp, 
    input  wire		        rlast, 
    input  wire		        rvalid, 
    output reg		        rready, 
    output reg [3:0]	    awid, 
    output reg [31:0]	    awaddr, 
    output reg [3:0]	    awlen, 
    output reg [2:0]	    awsize, 
    output reg [1:0]	    awburst, 
    output reg [1:0]	    awlock, 
    output reg [3:0]	    awcache, 
    output reg [2:0]	    awprot, 
    output reg 		        awvalid, 
    input  wire		        awready, 
    output reg [3:0]	    wid, 
    output reg [31:0]	    wdata, 
    output reg [3:0]	    wstrb, 
    output reg 		        wlast, 
    output reg		        wvalid, 
    input  wire		        wready, 
    input  wire [3:0]	    bid, 
    input  wire [1:0]	    bresp, 
    input  wire		        bvalid, 
    output reg		        bready 
);
    reg [512-1:0] icache_rdata_buffer;
    reg [512-1:0] icache_wdata_buffer;
    reg [512-1:0] dcache_rdata_buffer;
    reg [512-1:0] dcache_wdata_buffer;
    reg [31:0] icache_raddr_buffer;
    reg [31:0] icache_waddr_buffer;
    reg [31:0] dcache_raddr_buffer;
    reg [31:0] dcache_waddr_buffer;
    reg [2:0] icache_offset;
    reg [2:0] dcache_offset;
    reg [2:0] dcache_offset_w;
    reg icache_ren_buffer;
    reg dcache_ren_buffer;
    reg icache_wen_buffer;
    reg dcache_wen_buffer;
    reg uncache_en_buffer;
    reg [3:0] uncache_wen_buffer;
    reg [31:0] uncache_addr_buffer;
    reg [31:0] uncache_wdata_buffer; 
    reg [31:0] uncache_rdata_buffer;
    reg [12-1:0] stage;
    reg [12-1:0] stage_w;
    always @ (posedge clk) begin
        if (!rstn) begin
            arid <= 4'b0000;
            araddr <= 32'h00000000;
            arlen <= 4'b0000;
            arsize <= 3'b010;
            arburst <= 2'b01;
            arlock <= 2'b00;
            arcache <= 4'b0000;
            arprot <= 3'b000;
            arvalid <= 1'b0;
            rready <= 1'b0;
            stage <= 12'b1;
            icache_refresh <= 1'b0;
            dcache_refresh <= 1'b0;
            icache_cacheline_new <= 512'b0;
            dcache_cacheline_new <= 512'b0;
            uncache_refresh <= 1'b0;
            uncache_rdata <= 32'b0;
        end
        else begin
            case (1'b1)
                stage[0]:begin
                    icache_refresh <= 1'b0;
                    dcache_refresh <= 1'b0;
                    uncache_refresh <= 1'b0;
                    icache_ren_buffer <= icache_ren;
                    icache_raddr_buffer <= icache_raddr;
                    icache_wen_buffer <= icache_wen;
                    icache_waddr_buffer <= icache_waddr;
                    dcache_ren_buffer <= dcache_ren;
                    dcache_raddr_buffer <= dcache_raddr;
                    dcache_wen_buffer <= dcache_wen;
                    dcache_waddr_buffer <= dcache_waddr;
                    uncache_en_buffer <= uncache_en;
                    uncache_wen_buffer <= uncache_wen;
                    uncache_addr_buffer <= uncache_addr;
                    uncache_wdata_buffer <= uncache_wdata;
                    if (dcache_wen|(uncache_en&((|uncache_wen)))) begin
                        stage <= stage << 1;    
                    end
                    else if (icache_ren|dcache_ren|(uncache_en&~(|uncache_wen))) begin
                        stage <= stage << 2;
                    end
                end
                stage[1]:begin
                    icache_wdata_buffer <= icache_cacheline_old;
                    dcache_wdata_buffer <= dcache_cacheline_old;
                    if (icache_ren_buffer|dcache_ren_buffer|(uncache_en_buffer&~(|uncache_wen_buffer))) begin
                        stage <= stage << 1;
                    end
                    else begin
                        stage <= {1'b0,1'b1,10'b0};
                    end
                end
                stage[2]:begin
                    if (icache_ren_buffer) begin
                        arid <= 4'b0;
                        araddr <= icache_raddr_buffer;
                        arlen <= 4'h7;
                        arsize <= 3'b010;
                        arvalid <= 1'b1;
                        stage <= stage << 1;
                    end
                    else begin
                        stage <= stage << 3;
                    end
                end
                stage[3]:begin
                    if (arready) begin
                        arvalid <= 1'b0;
                        araddr <= 32'b0;
                        rready <= 1'b1;
                        icache_offset <= 3'd0;
                        stage <= stage << 1;
                    end
                end
                stage[4]:begin
                    if (!rlast&rvalid) begin
                        icache_rdata_buffer[icache_offset*32+:32] <= rdata;
                        icache_offset <= icache_offset + 1'b1;
                    end
                    else if(rlast&rvalid) begin
                        icache_rdata_buffer[icache_offset*32+:32] <= rdata;
                        rready <= 1'b0;
                        stage <= stage << 1;
                    end
                end
                stage[5]:begin
                    if (dcache_ren_buffer) begin
                        arid <= 4'b1;
                        araddr <= dcache_raddr_buffer;
                        arlen <= 4'h7;
                        arsize <= 3'b010;
                        arvalid <= 1'b1;
                        stage <= stage << 1;
                    end
                    else if (uncache_en_buffer&~(|uncache_wen_buffer)) begin
                        arid <= 4'b1;
                        araddr <= uncache_addr_buffer;
                        arlen <= 4'b0;
                        arsize <= 3'b010;
                        arvalid <= 1'b1;
                        stage <= stage << 3;
                    end
                    else begin
                        stage <= {1'b0,1'b1,10'b0};
                    end
                end
                stage[6]:begin
                    if (arready) begin
                        arvalid <= 1'b0;
                        araddr <= 32'b0;
                        rready <= 1'b1;
                        dcache_offset <= 3'd0;
                        stage <= stage << 1;
                    end
                end
                stage[7]:begin
                    if (!rlast&rvalid) begin
                        dcache_rdata_buffer[dcache_offset*32+:32] <= rdata;
                        dcache_offset <= dcache_offset + 1'b1;
                    end
                    else if (rlast&rvalid) begin
                        dcache_rdata_buffer[dcache_offset*32+:32] <= rdata;
                        rready <= 1'b0;
                        stage <= {1'b0,1'b1,10'b0};
                    end
                end
                stage[8]:begin
                    if (arready) begin
                        arvalid <= 1'b0;
                        araddr <= 32'b0;
                        rready <= 1'b1;
                        stage <= stage << 1;
                    end
                end
                stage[9]:begin
                    if (rvalid) begin
                        uncache_rdata_buffer <= rdata;
                        rready <= 1'b0;
                        stage <= {1'b0,1'b1,10'b0};
                    end
                end
                stage[10]:begin
                    if (stage_w[10]|stage_w[0]) begin
                        stage <= stage << 1;
                    end
                end
                stage[11]:begin
                    if (icache_ren_buffer) begin
                        icache_refresh <= 1'b1;
                        icache_cacheline_new <= icache_rdata_buffer;
                    end
                    if (dcache_ren_buffer) begin
                        dcache_refresh <= 1'b1;
                        dcache_cacheline_new <= dcache_rdata_buffer;
                    end
                    if (uncache_en_buffer) begin
                        uncache_refresh <= 1'b1;   
                        uncache_rdata <= uncache_rdata_buffer;
                    end
                    stage <= 12'b0;
                end
                default:begin
                    stage <= 12'b1;
                    icache_refresh <= 1'b0;
                    dcache_refresh <= 1'b0;
                    uncache_refresh <= 1'b0;
                end
            endcase
        end
    end
    always @ (posedge clk) begin
        if (!rstn) begin
            awid <= 4'b0001;
            awaddr <= 32'h00000000;
            awlen <= 4'b0000;
            awsize <= 3'b010;
            awburst <= 2'b01;
            awlock <= 2'b00;
            awcache <= 4'b0000;
            awprot <= 3'b000;
            awvalid <= 1'b0;
            wid <= 4'b0001;
            wdata <= 32'h00000000;
            wstrb <= 4'b0000;
            wlast <= 1'b0;
            wvalid <= 1'b0;
            bready <= 1'b0;
            stage_w <= 12'b1;
        end
        else begin
            case (1'b1)
                stage_w[0]:begin
                    if (stage[1]) begin
                        if (dcache_wen_buffer) begin
                            awid <= 4'b1;
                            awaddr <= dcache_waddr_buffer;
                            awlen <= 4'h7;
                            awsize <= 3'b010;
                            awvalid <= 1'b1;
                            wstrb <= 4'b1111;
                            wlast <= 1'b0;
                            bready <= 1'b1;
                            dcache_offset_w <= 3'b0;
                            stage_w <= stage_w << 1;
                        end
                        else if (|uncache_wen_buffer) begin  
                            awid <= 4'b1;
                            awaddr <= uncache_addr_buffer;
                            awlen <= 4'b0;
                            case (uncache_wen_buffer)
                                4'b0001,4'b0010,4'b0100,4'b1000:begin
                                    awsize <= 3'b000; 
                                    wstrb <= uncache_wen_buffer;       
                                end
                                4'b0011,4'b1100:begin
                                    awsize <= 3'b001;
                                    wstrb <= uncache_wen_buffer;
                                end
                                4'b1111:begin
                                    awsize <= 3'b010;
                                    wstrb <= uncache_wen_buffer;
                                end
                                default:begin
                                    awsize <= 3'b010;
                                    wstrb <= uncache_wen_buffer;
                                end
                            endcase
                            awvalid <= 1'b1;
                            wlast <= 1'b0;
                            bready <= 1'b1;
                            stage_w <= stage_w << 4;
                        end
                    end
                end
                stage_w[1]:begin
                    if (awready) begin
                        awvalid <= 1'b0;
                        awaddr <= 32'b0;
                        wdata <= dcache_wdata_buffer[dcache_offset_w*32+:32];
                        wvalid <= 1'b1;
                        wlast <= dcache_offset_w == 3'b111 ? 1'b1 : 1'b0;
                        stage_w <= stage_w << 1;
                    end
                end
                stage_w[2]:begin
                    if (wready) begin
                        wdata <= 32'b0;
                        wvalid <= 1'b0;
                        if (dcache_offset_w == 3'b111) begin
                            stage_w <= stage_w << 1;
                            wlast <= 1'b0;
                        end
                        else begin
                            dcache_offset_w <= dcache_offset_w + 1'b1;
                            stage_w <= stage_w >> 1;
                        end
                    end
                end
                stage_w[3]:begin
                    if (bvalid) begin
                        bready <= 1'b0;
                        stage_w <= {1'b0,1'b1,{10{1'b0}}};
                    end
                end
                stage_w[4]:begin
                    if (awready) begin
                        awvalid <= 1'b0;
                        awaddr <= 32'b0;
                        wdata <= uncache_wdata_buffer;
                        wvalid <= 1'b1;
                        wlast <= 1'b1;
                        stage_w <= stage_w << 1;
                    end
                end
                stage_w[5]:begin
                    if (wready) begin
                        wdata <= 32'b0;
                        wvalid <= 1'b0;
                        wlast <= 1'b0;
                        stage_w <= stage_w << 1;
                    end
                end
                stage_w[6]:begin
                    if (bvalid) begin
                        bready <= 1'b0;
                        stage_w <= {1'b0,1'b1,{10{1'b0}}};
                    end
                end
                stage_w[10]:begin
                    if (stage[11]) begin
                        stage_w <= 12'b1;        
                    end
                end
                default:begin
                    stage_w <= 12'b1;
                end
            endcase
        end
    end
endmodule
==> flow_summary.json <==
{
  "final_max_slew_viol_count": 0,
  "postCtsResizedCells": 0,
  "path_max_fanout": 59,
  "finalPower_mw": 5.70,
  "numCtsBuffers": 194,
  "timing.critical_path.mode_cell": "buf_4",
  "drc": 0,
  "core_area_um2": 370000,
  "yosys-stat-area_um2": 64300,
  "std_cell_rows": 223,
  "clk_path_buf_depth": 4,
  "finClkSkew_ns": 0.104,
  "p_leak_nw": 29.2,
  "criticalPathCategory": "input port to flop",
  "synth_flops": 1659,
  "track_usage_pct": 15.0,
  "syn-cell-area_um2": 64300,
  "dpl-instance-area_um2": 81400,
  "mux_area_share_pct": 4.34,
  "worst-slew-pin-transition_ns": 1.07,
  "path_buffers": 6,
  "synth-simple-area-share_pct": 11.0,
  "root_buffer": "clkbuf_16",
  "startpoint_type": "input port",
  "viasPerCell": 4.11,
  "vias": 48200,
  "cts_setup_buffers": 0,
  "drtIter0Drc": 3993,
  "relSlewSlack_pct": 28.8,
  "fin_util_pct": 23.8,
  "routedWlPerCell_um": 25.9,
  "final_cell_area_um2": 87900,
  "required_ns": 28.27,
  "die-height_um": 630,
  "power_density_nw_per_um2": 64.9,
  "die_x_um": 630,
  "xor_area_share_pct": 0.0273,
  "synthDistinctLibCells": 87,
  "async_flop_share_pct": 0,
  "synth_cells": 5498,
  "grt_pass1_vias": 46800,
  "hold_buffers": 0,
  "critPathTopFamily": "buffers and inverters",
  "wl_um": 303000,
  "vdd_drop_max_mv": 0.0504,
  "yosys_warnings": 1,
  "cp.arrival_ns": 8.97,
  "dp_hpwl_um": 221000,
  "maxCapViolCount": 0,
  "areaGrowthSynthToFinish_pct": 36.8,
  "ys_cells": 5498,
  "fp_util_pct": 17.4,
  "min_period_ns": 8.50,
  "warnings": 358,
  "clock.latency.late_pin_ns": 0.91,
  "critPathCaptureType": "flop",
  "chip_area_um2": 397000,
  "htreeDepth": 4,
  "routabilityCongestion": 0.890,
  "aoi_share_pct": 14.0,
  "pin_count": 1466,
  "synth.logic.top_family": "AND-OR/OR-AND gates",
  "first_pass_iters": 6,
  "antenna_found_initial": 84,
  "clk_pin_slew_ns": 0.06,
  "rsz0062_at_grt": "no",
  "ys_sh_adder_pct": 0.292,
  "edf_count": 977,
  "setup-violations-final": 0,
  "hold_class": "flop to flop",
  "timing.setup.tns_ns": 0,
  "cts.sinks": 1659,
  "syn_area_per_cell_um2": 11.7,
  "fin_ws_ns": 19.30,
  "grt_pass1_wl_um": 404000,
  "port_buffers": 1125,
  "post-route-period-util_pct": 30.6,
  "critPathSlowestCell": "buf_4",
  "cts_tree": "yes",
  "grt_max_degree": 149,
  "yosys.stat.seqShare_pct": 66.9,
  "cp_slowest_stage_delay_ns": 0.71,
  "grt-ovfl-total": 0,
  "crit_chain": "buf_2 -> inv_8 -> nor2_4 -> buf_4 -> buf_4 -> buf_4 -> buf_4",
  "postRouteAntennaNets": 0,
  "final_hold_viol_count": 0,
  "run_status": "complete, no violations",
  "fmax_ghz": 0.118,
  "drive_gt1_share_pct": 9.55,
  "dp_slack_ns": 18.25,
  "ys.flop_type": "edfxtp_1"
}
[worst reg2reg max path, stage by stage (launching register included)]
cell and delay (ns):
dfxtp_1 0.67, inv_1 0.35, nor2_4 0.51, buf_4 0.58, buf_4 0.58, buf_4 0.72, buf_4 0.63
[area by class of cell]
cell class	count	area [um^2]
diodes	47	118
clock buffers	263	5380
clock inverters	95	1030
fillers	38900	282000
inverters	43	169
multi-input cells	3359	19400
flip-flops and latches	1659	43000
well taps	4950	6190
repair buffers	1294	12600
[per-stage QoR]
step | hold WS, ns | instances
floorplan | 0.410 | 5535
global placement | 0.442 | 11300
detailed placement | 0.446 | 11300
CTS | 0.449 | 11700
global route | 0.469 | 11700
finish | 0.450 | 11700
[flip-flops by register name (all words and copies together) (netlist names), 32 cells and up]
| signal | count |
|---|---|
| araddr | 32 |
| awaddr | 32 |
| dcache_cacheline_new | 256 |
| dcache_raddr_buffer | 32 |
| dcache_rdata_buffer | 256 |
| dcache_waddr_buffer | 32 |
| dcache_wdata_buffer | 256 |
| icache_cacheline_new | 256 |
| icache_raddr_buffer | 32 |
| icache_rdata_buffer | 256 |
| uncache_addr_buffer | 32 |
| uncache_rdata | 32 |
| uncache_rdata_buffer | 32 |
| uncache_wdata_buffer | 32 |
| wdata | 32 |
[synth_stat cells (11+ instances only)]
library cell / count / share of area, %
mux4_2: 64 / 2.2
nor3_1: 20 / 0.16
dfxtp_1: 682 / 21
buf_2: 84 / 0.65
clkbuf_1: 318 / 1.9
a21oi_1: 600 / 4.7
buf_1: 26 / 0.15
nor2b_1: 75 / 0.73
a22oi_1: 36 / 0.42
nand2b_1: 67 / 0.65
a22o_1: 345 / 4.7
mux2i_1: 99 / 1.5
nor2_1: 146 / 0.85
nand2_1: 1296 / 7.6
ha_1: 15 / 0.29
edfxtp_1: 977 / 46
o2bb2ai_1: 33 / 0.45
mux2_2: 32 / 0.56
o21ai_0: 263 / 2.0
nand3_1: 25 / 0.19
buf_4: 45 / 0.53
a31oi_1: 11 / 0.11
inv_1: 42 / 0.25
o311ai_0: 22 / 0.30
[cell usage in the layout (no fill, tap or decap), types with 14 or more instances in the layout]
| cell | instances |
|---|---|
| nand2_1 | 1290 |
| clkdlybuf4s50_1 | 1119 |
| edfxtp_1 | 977 |
| dfxtp_1 | 680 |
| a21oi_1 | 600 |
| a22o_1 | 345 |
| o21ai_0 | 263 |
| clkbuf_16 | 196 |
| buf_4 | 161 |
| nor2_1 | 144 |
| mux2i_1 | 99 |
| nor2b_1 | 71 |
| nand2b_1 | 67 |
| mux4_2 | 64 |
| diode_2 | 47 |
| clkbuf_1 | 45 |
| inv_1 | 40 |
| conb_1 | 39 |
| clkinv_2 | 37 |
| a22oi_1 | 36 |
| o2bb2ai_1 | 33 |
| mux2_2 | 32 |
| o311ai_0 | 22 |
| clkbuf_8 | 22 |
| nand3_1 | 17 |
| bufinv_16 | 15 |
| ha_1 | 14 |
[path summary, 6_finish.rpt]
| check | cells after the start | end | start | slack, ns |
|---|---|---|---|---|
| worst max-delay path | 7 | uncache_wdata_buffer[9]$_DFFE_PP_ | rstn | 19.30 |
| worst min-delay path | 2 | icache_cacheline_new[91]$_SDFFE_PN0P_ | icache_cacheline_new[91]$_SDFFE_PN0P_ | 0.45 |
| worst max register to register | 6 | uncache_wdata_buffer[9]$_DFFE_PP_ | stage[0]$_SDFF_PN1_ | 23.36 |
| worst min register to register | 2 | icache_cacheline_new[91]$_SDFFE_PN0P_ | icache_cacheline_new[91]$_SDFFE_PN0P_ | 0.45 |
[where the power goes]
group / total (mW) / internal, mW / leakage (nW) / switching (mW)
logic: 0.408 / 0.161 / 11.7 / 0.247
clock network: 2.60 / 1.51 / 3.15 / 1.10
registers: 2.69 / 2.66 / 14.4 / 0.0388
[metal layers]
| metal | vias up | track usage (%) | part of all wire, % |
|---|---|---|---|
| li1 | 21900 | - | - |
| met1 | 23700 | 17.4 | 36 |
| met2 | 2106 | 22.9 | 46 |
| met3 | 496 | 7.29 | 12 |
| met4 | 16 | 8.36 | 6.7 |
| met5 | - | 0 | 0.031 |
[cell families (layout without fill, tap and decap cells)]
| logic type | Yosys count | count (layout) |
|---|---|---|
| simple gates | 1699 | 1699 |
| flops | 1659 | 1659 |
| compound gates | 1409 | 1409 |
| buf+inv | 517 | 1695 |
| mux | 195 | 195 |
| fa+ha+maj | 15 | 15 |
| other cells | 2 | 86 |
| xor+xnor | 2 | 2 |
No activity file was given, so power comes from the tool's default toggle rates.
