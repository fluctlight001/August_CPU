--- flow/constraint.sdc ---
current_design cache_tag_v5

set clk_period 64.7
set clk_io_pct 0.2

create_clock -name clk0 -period $clk_period [get_ports {clk}]

set non_clock_inputs [all_inputs -no_clocks]
set_input_delay [expr $clk_period * $clk_io_pct] -clock clk0 $non_clock_inputs
set_output_delay [expr $clk_period * $clk_io_pct] -clock clk0 [all_outputs]
--- flow/run.sh ---
#!/bin/bash
# OpenROAD 26Q1-2900-gdf79404cd8, Yosys 0.63+post, stock flow scripts
make -C /OpenROAD-flow-scripts/flow DESIGN_CONFIG=/design/flow/config.mk WORK_HOME=/design/flow/orfs finish
--- flow/config.mk ---
export PLATFORM = sky130hd
export DESIGN_NAME = cache_tag_v5
export DESIGN_NICKNAME = cache_tag_v5
export VERILOG_FILES = /design/flow/design.v
export SDC_FILE = /design/flow/constraint.sdc
export NUM_CORES = 4
export LEC_CHECK = 1
export CORE_UTILIZATION = 40
--- flow/design.v ---
module cache_tag_v5(
    input wire clk,
    input wire rst,
    input wire flush,
    output wire stallreq,
    input wire cached,    
    input wire sram_en,
    input wire [31:0] sram_addr,
    input wire refresh,  
    output wire miss,
    output wire [31:0] axi_raddr,
    output wire write_back,
    output wire [31:0] axi_waddr,
    output wire [2-1:0] hit,
    output wire lru,
    input wire index_invalid,
    input wire index_store_tag,
    input wire hit_invalid,
    input wire index_wb_invalid,
    input wire hit_wb_invalid
);
    reg [21-1:0] tag_way0 [64-1:0];  
    reg [21-1:0] tag_way1 [64-1:0];
    reg [64-1:0] lru_r;
    wire [21-2:0] tag;
    wire [5:0] index;
    wire [5:0] offset;
    wire cached_v;
    wire hit_way0;
    wire hit_way1;
    wire [31:0] axi_waddr_way0;
    wire [31:0] axi_waddr_way1;
    wire write_back_way0;
    wire write_back_way1;
    assign cached_v = cached;
    assign {
        tag,
        index,
        offset
    } = sram_addr;
    always @ (posedge clk) begin
        if (rst) begin
            lru_r  <= {64'b0};
        end
        else if (hit_way0 & ~hit_way1) begin
            lru_r[index] <= 1'b1;
        end
        else if (~hit_way0 & hit_way1) begin
            lru_r[index] <= 1'b0;
        end
        else if (refresh) begin
            lru_r[index] <= ~lru_r[index];
        end
    end
    always @ (posedge clk) begin
        if (rst) begin
            tag_way0[  0] <= 21'b0;
            tag_way0[  1] <= 21'b0;
            tag_way0[  2] <= 21'b0;
            tag_way0[  3] <= 21'b0;
            tag_way0[  4] <= 21'b0;
            tag_way0[  5] <= 21'b0;
            tag_way0[  6] <= 21'b0;
            tag_way0[  7] <= 21'b0;
            tag_way0[  8] <= 21'b0;
            tag_way0[  9] <= 21'b0;
            tag_way0[ 10] <= 21'b0;
            tag_way0[ 11] <= 21'b0;
            tag_way0[ 12] <= 21'b0;
            tag_way0[ 13] <= 21'b0;
            tag_way0[ 14] <= 21'b0;
            tag_way0[ 15] <= 21'b0;
            tag_way0[ 16] <= 21'b0;
            tag_way0[ 17] <= 21'b0;
            tag_way0[ 18] <= 21'b0;
            tag_way0[ 19] <= 21'b0;
            tag_way0[ 20] <= 21'b0;
            tag_way0[ 21] <= 21'b0;
            tag_way0[ 22] <= 21'b0;
            tag_way0[ 23] <= 21'b0;
            tag_way0[ 24] <= 21'b0;
            tag_way0[ 25] <= 21'b0;
            tag_way0[ 26] <= 21'b0;
            tag_way0[ 27] <= 21'b0;
            tag_way0[ 28] <= 21'b0;
            tag_way0[ 29] <= 21'b0;
            tag_way0[ 30] <= 21'b0;
            tag_way0[ 31] <= 21'b0;
            tag_way0[ 32] <= 21'b0;
            tag_way0[ 33] <= 21'b0;
            tag_way0[ 34] <= 21'b0;
            tag_way0[ 35] <= 21'b0;
            tag_way0[ 36] <= 21'b0;
            tag_way0[ 37] <= 21'b0;
            tag_way0[ 38] <= 21'b0;
            tag_way0[ 39] <= 21'b0;
            tag_way0[ 40] <= 21'b0;
            tag_way0[ 41] <= 21'b0;
            tag_way0[ 42] <= 21'b0;
            tag_way0[ 43] <= 21'b0;
            tag_way0[ 44] <= 21'b0;
            tag_way0[ 45] <= 21'b0;
            tag_way0[ 46] <= 21'b0;
            tag_way0[ 47] <= 21'b0;
            tag_way0[ 48] <= 21'b0;
            tag_way0[ 49] <= 21'b0;
            tag_way0[ 50] <= 21'b0;
            tag_way0[ 51] <= 21'b0;
            tag_way0[ 52] <= 21'b0;
            tag_way0[ 53] <= 21'b0;
            tag_way0[ 54] <= 21'b0;
            tag_way0[ 55] <= 21'b0;
            tag_way0[ 56] <= 21'b0;
            tag_way0[ 57] <= 21'b0;
            tag_way0[ 58] <= 21'b0;
            tag_way0[ 59] <= 21'b0;
            tag_way0[ 60] <= 21'b0;
            tag_way0[ 61] <= 21'b0;
            tag_way0[ 62] <= 21'b0;
            tag_way0[ 63] <= 21'b0;
        end
        else if (refresh&(~lru_r[index])) begin
            tag_way0[index] <= {cached_v,tag};
        end
        else if ((index_invalid|index_wb_invalid) & ~tag[0]) begin
            tag_way0[index] <= 21'b0;
        end
        else if ((hit_invalid|hit_wb_invalid) & hit_way0) begin
            tag_way0[index] <= 21'b0;
        end
    end
    always @ (posedge clk) begin
        if (rst) begin
            tag_way1[  0] <= 21'b0;
            tag_way1[  1] <= 21'b0;
            tag_way1[  2] <= 21'b0;
            tag_way1[  3] <= 21'b0;
            tag_way1[  4] <= 21'b0;
            tag_way1[  5] <= 21'b0;
            tag_way1[  6] <= 21'b0;
            tag_way1[  7] <= 21'b0;
            tag_way1[  8] <= 21'b0;
            tag_way1[  9] <= 21'b0;
            tag_way1[ 10] <= 21'b0;
            tag_way1[ 11] <= 21'b0;
            tag_way1[ 12] <= 21'b0;
            tag_way1[ 13] <= 21'b0;
            tag_way1[ 14] <= 21'b0;
            tag_way1[ 15] <= 21'b0;
            tag_way1[ 16] <= 21'b0;
            tag_way1[ 17] <= 21'b0;
            tag_way1[ 18] <= 21'b0;
            tag_way1[ 19] <= 21'b0;
            tag_way1[ 20] <= 21'b0;
            tag_way1[ 21] <= 21'b0;
            tag_way1[ 22] <= 21'b0;
            tag_way1[ 23] <= 21'b0;
            tag_way1[ 24] <= 21'b0;
            tag_way1[ 25] <= 21'b0;
            tag_way1[ 26] <= 21'b0;
            tag_way1[ 27] <= 21'b0;
            tag_way1[ 28] <= 21'b0;
            tag_way1[ 29] <= 21'b0;
            tag_way1[ 30] <= 21'b0;
            tag_way1[ 31] <= 21'b0;
            tag_way1[ 32] <= 21'b0;
            tag_way1[ 33] <= 21'b0;
            tag_way1[ 34] <= 21'b0;
            tag_way1[ 35] <= 21'b0;
            tag_way1[ 36] <= 21'b0;
            tag_way1[ 37] <= 21'b0;
            tag_way1[ 38] <= 21'b0;
            tag_way1[ 39] <= 21'b0;
            tag_way1[ 40] <= 21'b0;
            tag_way1[ 41] <= 21'b0;
            tag_way1[ 42] <= 21'b0;
            tag_way1[ 43] <= 21'b0;
            tag_way1[ 44] <= 21'b0;
            tag_way1[ 45] <= 21'b0;
            tag_way1[ 46] <= 21'b0;
            tag_way1[ 47] <= 21'b0;
            tag_way1[ 48] <= 21'b0;
            tag_way1[ 49] <= 21'b0;
            tag_way1[ 50] <= 21'b0;
            tag_way1[ 51] <= 21'b0;
            tag_way1[ 52] <= 21'b0;
            tag_way1[ 53] <= 21'b0;
            tag_way1[ 54] <= 21'b0;
            tag_way1[ 55] <= 21'b0;
            tag_way1[ 56] <= 21'b0;
            tag_way1[ 57] <= 21'b0;
            tag_way1[ 58] <= 21'b0;
            tag_way1[ 59] <= 21'b0;
            tag_way1[ 60] <= 21'b0;
            tag_way1[ 61] <= 21'b0;
            tag_way1[ 62] <= 21'b0;
            tag_way1[ 63] <= 21'b0;
        end
        else if (refresh&lru_r[index]) begin
            tag_way1[index] <= {cached_v,tag};
        end
        else if (index_invalid & tag[0]) begin
            tag_way1[index] <= 21'b0;
        end
        else if (hit_invalid & hit_way1) begin
            tag_way1[index] <= 21'b0;
        end
    end
    assign lru = index_wb_invalid ? tag[0] 
               : hit_wb_invalid & (hit_way0|hit_way1) ? hit_way0 ? 1'b0 : 1'b1 
               : lru_r[index];
    assign hit = {
        ~flush & cached_v & sram_en & hit_way1,
        ~flush & cached_v & sram_en & hit_way0
    };
    assign hit_way0 = ({1'b1,tag} == tag_way0[index]);
    assign hit_way1 = ({1'b1,tag} == tag_way1[index]);
    assign miss = cached_v & sram_en & ~(hit_way0|hit_way1) & ~flush;
    assign stallreq = miss;
    assign axi_raddr = cached_v ? {sram_addr[31:6],6'b0} : sram_addr;
    assign write_back = flush ? 1'b0 : lru ? write_back_way1 : write_back_way0;
    assign write_back_way0 = cached_v & sram_en & miss & tag_way0[index][21-1];
    assign write_back_way1 = cached_v & sram_en & miss & tag_way1[index][21-1];
    assign axi_waddr = lru_r[index] ? axi_waddr_way1 : axi_waddr_way0;
    assign axi_waddr_way0 = {
        tag_way0[index][21-2:0],
        index,
        6'b0
    };
    assign axi_waddr_way1 = {
        tag_way1[index][21-2:0],
        index,
        6'b0
    };
endmodule
==> run summary <==
Status = finished, final reports clean
DRT iter0 DRCs = 7,339
Number of buffers created by CTS = 296
Max Slew Vio Count = 0
Top cells by count = 2,688 x edfxtp_1, 1,553 x nor2_1, 1,215 x and3_1, 581 x clkbuf_1, 435 x mux2i_1
Comb pwr share = 9.8%
Tally of max-capacitance violations = 0
Top cells by area = edfxtp_1 64%, and3_1 6.0%, nor2_1 4.6%
Flop-to-flop setup slack = 56.47 ns
Mapped Cells = 9,602
Synth-to-layout area growth = 11.9%
CTS root buffer = clkbuf_16
Setup CP Type = in -> out
Reg power frac = 49.7%
Core box area = 0.313 mm^2
Fp_density = 40.3%
Worst-Margin Slew = 1.42 ns
Max incr delay on CP = 0.83 ns
Leakage = 54.0 nW
CTS tree = done
Post-Route WL = 517,000 um
Die H = 563 um
Via density per instance = 6.25
Max frequency = 0.0299 GHz
Hold Buf Count CTS = 0
Pin count of the biggest net entering global routing = 114
RSZ-0062 raised after global routing = false
Crit end category = primary output
Peak VDD IR = 0.0000208 V
Critical Path AT = 20.54 ns
Synth Flop Type = edfxtp_1
Worst hold slack = 0.460 ns
Flip-flops with a built-in enable = 2,688
Vias = 86,200
Gp weighted congestion = 1.04
Fin. Hold Viols = 0
Slew Limit Headroom = 4.35%
Psw = 0.00104 W
Worst-path clk slew = 0.06 ns
DR pass1 iterations = 8
Share of cells above drive strength 1 = 16.1%
Worst Skew = 0.0532 ns
Setup Fix Bufs, Post-CTS = 0
Clock power frac = 40.5%
Switching share of total power = 25.5%
Avg Cell Area, Syn = 13.1 um^2
Power Density = 28.8 mW/mm^2
Max-area cell share = 64.0%
First-pass GRT wire length = 706,000 um
Drt drc = 0
YS chip area = 0.126 mm^2
# rows = 205
Clock latency (worst-skew pair) = 0.95 ns
Num Clock Sinks = 2,752
Overflow after GRT = 0
Cycle use final = 51.8%
Fraction of registers with async set/reset = 0%
CP Max Fanout = 35
Critical Path RT = 51.76 ns
Wirelength per Cell = 37.4 um
Total die area = 0.317 mm^2
Resized Gates After CTS = 0
Min Tclk post-route = 33.48 ns
Critical-path cell list = buf_8 -> buf_4 -> buf_4 -> buf_4 -> mux4_2 -> o21ai_1 -> o221ai_1 -> or4_1 -> a221oi_1 -> and4_1 -> nand4_2 -> buf_4 -> nor2_1 -> o2bb2ai_1 -> o21ai_0 -> mux2i_1 -> clkdlybuf4s50_1
Worst hold path class = reg -> reg
Port bufs = 105
Largest delay contributor family on the critical path = buffers and inverters
IO Pins = 113
Startpoint types = input port
All-layer global routing usage = 35.2%
Setup TNS = 0 ns
P_int = 0.00302 W
Vias in the first global route = 86,500
Final HPWL DP = 323,000 um
Synth unique cells = 99
Antenna Nets Post-Route = 0
Final setup fails = 0
Synth Cell Area = 0.126 mm^2
WP buf/inv = 6
Post-synth regs = 2,752
H-tree Lvls = 5
Seq share, synth = 65.0%
Tool Warnings = 43
Initial antenna violation count = 46
Die width = 563 um
CP max stage cell = o21ai_1
Tally of yosys warning messages = 1
Number of cells in Yosys stat = 9,602
Max clock buf depth = 4
Cell taking the most area after synthesis = edfxtp_1
Cell with the most instances after synthesis = edfxtp_1
CP dominant cell by count = buf_4
-- layer usage --
metal  track usage, %  vias up  part of all wire [%]
met1             39.5    42300                    31
li1                 -    36100                     -
met5             4.76        -                  0.45
met2             46.8     6418                    42
met3             28.7     1329                    19
met4             19.3       74                   7.3
-- power by group through the flow --
stage,logic (W),registers [W],clock network [W]
CTS,0.000385,0.00202,0.00165
global route,0.000404,0.00202,0.00171
finish,0.000397,0.00202,0.00164
-- final cells by class --
type,count,area (um^2)
Fill cell,26700,172000
Antenna cell,26,65.1
Clock inverter,150,1390
Tap cell,4140,5180
Sequential cell,2752,82000
Inverter,32,135
Multi-Input combinational cell,5643,39100
Clock buffer,370,7760
Timing Repair Buffer,692,5500
-- cells in the final DEF (no fill, tap or decap), types with 115 or more instances in the layout --
cell and n:
edfxtp_1 2688, nor2_1 1547, and3_1 1214, buf_4 578
mux2i_1 435, clkbuf_16 299, nand2_1 253, mux4_2 251
a221oi_1 208, a22oi_1 176, o22ai_1 164, a21oi_1 133
o21ai_0 115
-- stage by stage --
stage | cells | area (um^2) | worst slack (ns) | utilization, % | total power [W]
CTS | 13800 | 141000 | 31.30 | 45.1 | 0.00405
finish | 13800 | 141000 | 31.22 | 45.1 | 0.00406
detailed placement | 13300 | 132000 | 31.32 | 42.2 | 0.00244
floorplan | 9607 | 126000 | 35.51 | - | 0.00224
global placement | 13300 | 132000 | 31.33 | 42.2 | 0.00244
global route | 13800 | 141000 | 30.92 | 45.1 | 0.00414
-- registers in the layout, indices dropped and copies added, names as in the netlist --
register and cells:
lru_r 64, tag_way0 1344, tag_way1 1344
-- logic make-up (layout without fill, tap and decap cells) --
logic type	count (synthesis)	in the layout	share of synthesized area, %
xor+xnor	29	29	0.201
buf+inv	1212	1244	4.46
fa+ha+maj	6	6	0.0556
simple gates	3600	3600	14.5
flops	2752	2752	65.0
other cells	1	32	0.00297
compound gates	1260	1260	7.27
mux	742	742	8.44
-- tightest hold or removal path, stage by stage, from the launching register on --
cell and delay [ns]:
dfxtp_1 0.31, nand2_1 0.05, mux2i_1 0.05
-- path summary, 6_finish.rpt --
| path | from | to | cells after the start |
|---|---|---|---|
| worst min-delay path | lru_r[36] | lru_r[36] | 2 |
| worst max register to register | tag_way1[15][0] | tag_way1[38][1] | 15 |
| worst max-delay path | sram_addr[8] | write_back | 17 |
| worst min register to register | lru_r[36] | lru_r[36] | 2 |
Power figures rest on the tool's default switching activity, not on a simulated workload.
